==> flow/design.v <==
`timescale 1ns/1ns
module pc #(parameter DWIDTH = 64) (data_in, clk, rst, data_out);
  input [DWIDTH-1:0] data_in;
  input clk, rst;
  output reg [DWIDTH-1:0] data_out;
  always @(posedge clk ) begin
    if (rst) begin
        data_out = 0;
    end else begin
      data_out = data_in; 
    end
  end
endmodule
==> flow/run.sh <==
#!/bin/bash
# OpenROAD 26Q1-2900-gdf79404cd8, Yosys 0.63+post, stock flow scripts
make -C /OpenROAD-flow-scripts/flow DESIGN_CONFIG=/design/flow/config.mk WORK_HOME=/design/flow/orfs finish
==> flow/config.mk <==
export PLATFORM = sky130hd
export DESIGN_NAME = pc
export DESIGN_NICKNAME = pc
export VERILOG_FILES = /design/flow/design.v
export SDC_FILE = /design/flow/constraint.sdc
export NUM_CORES = 4
export LEC_CHECK = 1
export CORE_AREA = 10 10 111 111
export DIE_AREA = 0 0 121 121
==> flow/constraint.sdc <==
current_design pc

set clk_period 1.0
set clk_io_pct 0.2

create_clock -name clk0 -period $clk_period [get_ports {clk}]

set non_clock_inputs [all_inputs -no_clocks]
set_input_delay [expr $clk_period * $clk_io_pct] -clock clk0 $non_clock_inputs
set_output_delay [expr $clk_period * $clk_io_pct] -clock clk0 [all_outputs]
==> run summary <==
Latest figures from synthesis and place and route.

The leakage power in the latest report is ~1.4 nW. Before antenna repair, the detailed router went through 3 iterations. The total setup buffers inserted after CTS is 0.

The final estimated routing congestion in global placement is between 0.7 and 0.8. After layout, the design draws a total of approximately 0.0054 W. The clock group share of total power is between 30% and 40%. TritonCTS built the clock tree. The buffer cell driving the clock tree root is sky130_fd_sc_hd__clkbuf_8. The synthesized instance count is about 140. The highest clock frequency the design can meet is roughly 1000 MHz. The required time at the worst endpoint is listed as ~0.80 ns. The number of global-route vias before repair is 1411. The top fanout value on the critical path is 1. The average cell area after synthesis is around 14 um2. The gate-level netlist out of Yosys references 5 unique cell types.

The peak supply drop is 0.5543 mV. The transition time of the tightest slew-check pin is about 0.22 ns. The floorplan step set the die height to around 120 um.

The clock period could shrink to ~0.96 ns. OpenROAD emitted warnings numbering 26. The most critical setup path has its startpoint at data_out[26]. The routed design shows a wire length per standard cell of about 13 um. Looking at the critical path, the single cell with the biggest stage delay is sky130_fd_sc_hd__dfxtp_2. The wire-length estimate of the detail-placed layout is 4.210 mm. The via-per-instance ratio is about 3.4. The die boundary width is ~120 um. The run finished with clean final reports.

Of the total synthesized cell area, the portion taken by XOR and XNOR cells is 0%. The repair_antennas step left the layout with diodes totalling 0. STA reports the tightest min-delay check as being of type in2reg.

The top cell family by delay on the critical path is flip-flops. The number of maximum-capacitance violations recorded for the run is 0. In the routed design, unresolved DRC markers number 0. The final route contains 1383 vias. The share of the synthesized area in the top cell type is 66.80%.

Cell internal power was estimated by the tool at ~0.0043 W. The residual antenna-violating net count after detailed routing is 0. The worst setup path is launched from a flip-flop. Entering global routing, the biggest net connects 19 pins. Per the log, the first TritonRoute iteration ended with a DRC count of slightly above 60.

Hold-check failures listed in the final report amount to 0. The register with the most flip-flops in the layout has 64 of them. The number of buffers and inverters on the critical path is 1.

The layout summary lists the proportion of cells stronger than drive strength 1 as a little over half. The cell count listed in synth_stat.txt is ~140. The area fraction in compound gates after synthesis is 0%. The slew check shows that the tightest pin keeps a relative margin of roughly 85%.

The maximum root-to-sink buffer count is 2. The yosys synthesis chip area is around 0.0019 mm2. The net switching power of the design is roughly 0.0011 W. The areal power density over the cells is 1681 mW/mm2. Looking at area per cell type in the netlist, the leader is sky130_fd_sc_hd__dfxtp_1.

Looking at the clock tree report, the H-tree level count equals 3. The total global-route track usage is under 10%. The total wirelength of the detailed-routed design is around 5.5 mm.

The worst endpoint data arrival time is between 0.7 and 0.8 ns. The share of total power consumed by net switching is between 20% and 30%. The area inside the core boundary is 0.009864 mm2.

The clock drives between 60 and 70 sinks. The launch instance of the worst min-delay path is rst. The cell area that synthesis handed to floorplanning was ~0.0019 mm2. The power report attributes to the sequential group a share of 50.1%. Setup repair after global routing could not meet its margin everywhere. The first global-routing pass estimated approximately 8.0 mm of wire. The fraction of the cycle the final worst path needs is between 90% and 100%. Cells fill between 30% and 40% of the core in the end. The delay of the slowest cell on the worst path is about 0.31 ns. The CTS buffer count is 9.

The fraction of the yosys area taken by sequential cells is 66.80%. The starting density of the core is about a fifth. For reference, the critical path cell chain is buf_2. The boundary pin count is ~130. In the setup report, the worst path falls into the class reg2out.

The cell-mix breakdown from Yosys lists the adder-cell area share as 0%. The global route stage reports its total congestion overflow as 0. The synthesis report lists the most area-consuming cells as sky130_fd_sc_hd__dfxtp_1 (67%), sky130_fd_sc_hd__nor2b_2 (27%), sky130_fd_sc_hd__buf_6 (2.9%), sky130_fd_sc_hd__buf_8 (1.6%), sky130_fd_sc_hd__nor2b_1 (1.3%). STA classifies the critical path endpoint as an output port.

After Yosys synthesis, and, or, nand and nor cells account for between 20% and 30% of the synthesized area. The count of port buffers added during placement is about 130. The combinational group share of total power is 10.5%. Buffers inserted to repair hold after CTS numbered 0. The dominant kind of combinational cell is simple AND/OR/NAND/NOR gates. The last timing report of the flow puts the setup violation total at 0.

The portion of synthesized area spent on multiplexers is 0%. The number of antenna violations at the first check in global routing is 0. The area of the die is approximately 0.015 mm2.

The synthesis warning total is 1. The synthesis-to-layout area growth is 68.04%. After clock tree synthesis, the clock-pin slew on the worst setup and hold paths is 0.07 ns. Once synthesis finished, the tally of register bits stood at between 60 and 70. The number of pins with negative max-slew slack in the final report is 0. The floorplan has 36 rows.
[routing by layer]
layer	vias to the layer above	routed length [um]	global-route usage [%]
met5	-	0	0
met4	0	78	1.207
met3	8	816	4.771
met2	89	2240	9.626
met1	607	2339	9.075
li1	679	-	-
[power groups by stage]
stage	Sequential, W	Combinational, W	Clock (W)
finish	0.00271	0.000566	0.00214
global route	0.00272	0.000625	0.00238
CTS	0.00271	0.000582	0.00226
[final timing paths]
check                 slack, ns  cells after the start            to
worst max-delay path       0.04                      1  data_out[26]
worst min-delay path       0.19                      2  data_out[59]
[cell usage in the layout, fill, tap and decap left out]
master                            instances
sky130_fd_sc_hd__buf_2                   63
sky130_fd_sc_hd__dfxtp_1                 59
sky130_fd_sc_hd__clkinv_2                 3
sky130_fd_sc_hd__nor2b_2                 60
sky130_fd_sc_hd__buf_6                    1
sky130_fd_sc_hd__clkdlybuf4s50_1         64
sky130_fd_sc_hd__clkbuf_8                10
sky130_fd_sc_hd__bufinv_16                1
sky130_fd_sc_hd__buf_4                    6
sky130_fd_sc_hd__clkbuf_1                 1
sky130_fd_sc_hd__nor2b_1                  4
sky130_fd_sc_hd__dfxtp_2                  5
sky130_fd_sc_hd__buf_12                   1
[through the flow]
stage / setup slack [ns] / cell area, um2 / TNS [ns] / hold slack (ns) / instances
after floorplan: 0.3625 / 1918 / 0 / 0.3282 / 135
after global placement: -0.01034 / 3344 / -0.01034 / 0.5463 / 396
after detailed placement: -0.01561 / 3344 / -0.01561 / 0.5376 / 396
after CTS: 0.01074 / 3216 / 0 / 0.1665 / 411
after global routing: -0.003080 / 3223 / -0.01271 / 0.1828 / 411
final: 0.04292 / 3223 / 0 / 0.1919 / 411
[synthesized netlist by cell type, drive strengths merged]
library cell,count
buf,7
nor2b,64
dfxtp,64
[layout make-up]
cell class	count	area (um2)
clock inverters	4	45.04
multi-input cells	64	550.5
repair buffers	135	1032
flip-flops and latches	64	1287
clock buffers	11	141.4
well taps	133	166.4
fillers	999	6641
[logic make-up (layout without fill, tap and decap cells)]
logic type	Yosys count	after routing
simple gates	64	64
flops	64	64
buf+inv	7	150
[what timing repair did]
| action | in CTS | in global routing |
|---|---|---|
| endpoints found under the hold margin | 0 | 0 |
| pin swaps | 0 | 0 |
| gates resized | 204 | 2 |
| endpoints found under the setup margin | 64 | 8 |
Power figures rest on the tool's default switching activity, not on a simulated workload.
