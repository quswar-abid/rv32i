[design/flow/design.v]
`timescale 1ns/1ns
module two_to_1_mux #(parameter DWIDTH = 64) (Sel, input_1, input_2, output_1);
    input Sel;
    input [DWIDTH-1:0] input_1;
    input [DWIDTH-1:0] input_2;
    output[DWIDTH-1:0] output_1;
    assign output_1 = ~Sel ? input_1 : input_2;
endmodule
[design/flow/run.sh]
#!/bin/bash
# OpenROAD 26Q1-2900-gdf79404cd8, Yosys 0.63+post, stock flow scripts
make -C /OpenROAD-flow-scripts/flow DESIGN_CONFIG=/design/flow/config.mk WORK_HOME=/design/flow/orfs finish
[design/flow/config.mk]
export PLATFORM = sky130hd
export DESIGN_NAME = two_to_1_mux
export DESIGN_NICKNAME = two_to_1_mux
export VERILOG_FILES = /design/flow/design.v
export SDC_FILE = /design/flow/constraint.sdc
export NUM_CORES = 4
export LEC_CHECK = 1
export CORE_AREA = 10 10 84 84
export DIE_AREA = 0 0 94 94
[design/flow/constraint.sdc]
current_design two_to_1_mux

set clk_period 1.0
set clk_io_pct 0.2

create_clock -name clk0 -period $clk_period

set non_clock_inputs [all_inputs -no_clocks]
set_input_delay [expr $clk_period * $clk_io_pct] -clock clk0 $non_clock_inputs
set_output_delay [expr $clk_period * $clk_io_pct] -clock clk0 [all_outputs]
==> results.toml <==
# generated from flow reports
[yosys]
synthTopCellsByCount = "60 x mux2_4, 6 x buf_12, 4 x mux2_2"
synth_area_um2 = 1080
synthesis.area_per_instance_um2 = 15.2
yosys_warnings = 0
synth_cell_types = 4
yosys-stat-area_um2 = 1080
synth_cells = 71
top_cells_by_area = "mux2_4 84%, buf_12 11%, mux2_2 4.2%, buf_6 1.0%"
top_area_share_pct = 83.6
yosys.cell_count.top_type = "mux2_4"
ys_cells = 71
ys_seq_share_pct = 0
post-synth-top-area-cell = "mux2_4"

[power_and_ir_drop]
power.leakage_nw = 1.73
switching_power_w = 0.000289
p_per_area_nw_per_um2 = 404
p_total_w = 0.00125
seq_power_share_pct = 0
combPwrFrac_pct = 100.0
intPower_w = 0.000958
swShare_pct = 23.2
clockPowerShare_pct = 0
peakVddDrop_v = 0.000214

[global_routing]
first_global_vias = 1580
grt_start_max_net_pins = 16
grt_pass1_wl_um = 9720
gr-total-overflow = 0
track_usage_pct = 14.4
antenna_found_initial = 0

[layout]
final_util_pct = 59.4
clockBufferCount = 0
ff_count = 0
drive_above_1_share_pct = 52.6
seqCellArea_um2 = 0
synthToLayoutAreaGrowth_pct = 187

[sta]
finalSetupViolations = 63
setup-tns-final_ns = -6.31
final_hold_viol_count = 0
drv_slew = 0
final.min_clock_period_ns = 1.19
whs_ns = 0.703
period_used_pct = 119
rsz0062_at_grt = "yes"
worst_slew_pin_slew_ns = 0.121
relSlewSlack_pct = 91.9
setup_ws_ns = -0.191
fmax_ghz = 0.839

[placement]
hpwl_um = 6260
gp_congestion = 0.860
post-place-ws_ns = -0.542
numPortBuffers = 193

[routing]
first_iter_violations = 19
route.detailed.drc = 0
avgViaCountPerCell = 3.98
n_antenna_cell = 0
first_pass_iters = 2
vias = 1352
wl_per_cell_um = 20.2
routed_wl_um = 6870
drtAntennaViolNets = 0

[critical_path]
worstPathArrival_ns = 0.99
cp-end-kind = "output port"
required_ns = 0.80
cp-start-kind = "input pin"
critPathMaxFanout = 5
critPathKind = "in -> out"

[hold_path]
hp-start = "input_1[40]"
hp-class = "in -> out"
holdPathStages = 3
hold_path_end = "output_1[40]"

[floorplanning]
chip_area_um2 = 8840
die_y_um = 94
initial_core_util_pct = 20.7
rows = 26
io_pins = 193
die_width_um = 94
fp.coreArea_um2 = 5200

[run]
warnings = 35
drv_cap = 0

[outcome]
violations = "setup timing"
outcome = "finished with violations"

[clock_network]
cts_hold_buf = 0
[critical path, cell delays in order]
cell    delay (ns)
buf_16        0.12
buf_12        0.13
buf_8         0.12
mux2_4        0.30
buf_6         0.11
[stage by stage]
stage,cells,cell area [µm²]
after floorplan,71,1080
after global placement,333,3060
after detailed placement,333,3060
after CTS,340,2990
after global routing,340,3090
final,340,3090
[cell usage in the layout, fill, tap and decap left out, drive strengths merged]
cell type        n
clkdlybuf4s50    9
dlymetal6s2s     8
buf             78
mux2            64
dlygate4sd2    109
clkdlybuf4s15    2
[cell families (layout without fill, tap and decap cells)]
group                  Yosys count  after routing  synth area share, %
multiplexers                    64             64                 87.8
buffers and inverters            7            206                 12.2
[power groups by stage]
stage	logic, W	clock network, W	registers (W)
CTS	0.00123	0	0
global route	0.00133	0	0
finish	0.00125	0	0
[repair_timing]
action                     CTS  global route
resized                    366            22
setup buffers                4             0
cloned                       3             0
hold endpoints to repair     0             0
setup endpoints to repair   64            64
[worst max-delay path by stage]
stage | start | end | slack (ns)
finish | Sel | output_1[4] | -0.19
global route | Sel | output_1[4] | -0.21
CTS | Sel | output_1[39] | -0.20
[layer usage]
layer	GRT usage, %	up-vias	wire length (µm)
met1	13.7	611	2120
met5	0	-	0
met3	5.49	0	683
met2	29.6	73	4070
li1	-	668	-
met4	0	0	0
[cell type report]
cell class	instances	area, µm²
fillers	497	2120
repair buffers	206	2040
multi-input cells	64	961
well taps	70	87.6
