<file path="design/flow/run.sh">
#!/bin/bash
# OpenROAD 26Q1-2900-gdf79404cd8, Yosys 0.63+post, stock flow scripts
make -C /OpenROAD-flow-scripts/flow DESIGN_CONFIG=/design/flow/config.mk WORK_HOME=/design/flow/orfs finish
</file>
<file path="design/flow/config.mk">
export PLATFORM = sky130hd
export DESIGN_NAME = four_to_1_mux
export DESIGN_NICKNAME = four_to_1_mux
export VERILOG_FILES = /design/flow/design.v
export SDC_FILE = /design/flow/constraint.sdc
export NUM_CORES = 4
export LEC_CHECK = 1
export CORE_AREA = 10 10 131 131
export DIE_AREA = 0 0 141 141
</file>
<file path="design/flow/constraint.sdc">
current_design four_to_1_mux

set clk_period 1.5
set clk_io_pct 0.2

create_clock -name clk0 -period $clk_period

set non_clock_inputs [all_inputs -no_clocks]
set_input_delay [expr $clk_period * $clk_io_pct] -clock clk0 $non_clock_inputs
set_output_delay [expr $clk_period * $clk_io_pct] -clock clk0 [all_outputs]
</file>
<file path="design/flow/design.v">
`timescale 1ns/1ns
module four_to_1_mux #(parameter DWIDTH = 64) (Sel, input_1, input_2, input_3, input_4, output_1);
    input [1:0] Sel;
    input [DWIDTH-1:0] input_1;
    input [DWIDTH-1:0] input_2;
    input [DWIDTH-1:0] input_3;
    input [DWIDTH-1:0] input_4;
    output reg [DWIDTH-1:0] output_1;
    always @(*) begin
        case(Sel)
            2'd0: output_1 = input_1;
            2'd1: output_1 = input_2;
            2'd2: output_1 = input_3;
            2'd3: output_1 = input_4;
        endcase
    end
endmodule
</file>
==> impl_metrics.tcl <==
# place-and-route summary
set metrics [dict create \
    startpoint_type "primary input" \
    post-route-period-util_pct 116 \
    crit_top_cell "buf_12" \
    path_max_fanout 5 \
    drtIter0Drc 58 \
    die_y_microns 141 \
    grt_pass1_vias 2994 \
    final.setup.worst_slack_ns -0.239 \
    port_buffers 322 \
    cp.arrival_ns 1.44 \
    ir_worst_vdd_uv 127 \
    core_sq_um 14400 \
    crit_path_start "Sel[0]" \
    grt_max_degree 32 \
    p_leak_nw 2.40 \
    max-slew-margin-rel_pct 86.4 \
    wl_per_cell_microns 22.2 \
    postRouteAntennaNets 0 \
    slew_viol_final 0 \
    grt_pass1_wl_microns 20200 \
    route.final.wire_length_microns 13900 \
    p_per_area_nw_per_um2 266 \
    vias 2573 \
    grt_remaining_overflow 0 \
    timing_hold_violations_final 0 \
    synth.avg_cell_area_sq_um 20.8 \
    status "finished with violations" \
    layout_top_cells "140 x clkdlybuf4s50_1, 93 x dlygate4sd2_1, 64 x mux4_2" \
    flops 0 \
    syn_inst 78 \
    final_cells 626 \
    ys_cells 78 \
    slowest_delay_ns 0.41 \
    fin_setup_tns_ns -8.51 \
    track_usage_pct 13.5 \
    warning_count 34 \
    viasPerCell 4.11 \
    critPathSlowestCell "mux4_2" \
    ios 322 \
    violations "negative setup slack" \
    placedCellCount 588 \
    synth_area_sq_um 1620 \
    synth_warnings 1 \
    drc 0 \
    rsz0062_at_grt "true" \
    logic_area_sq_um 1440 \
    worst_slew_pin_slew_ns 0.205 \
    antenna_found_initial 2 \
    place.gp.congestion 0.865 \
    ys_seq_share_pct 0 \
    die_area_sq_um 19900 \
    row_count 44 \
    clkbuf_count 0 \
    final_common_cell "clkdlybuf4s50_1" \
    min_from "input_1[21]" \
    maxCapViolations 0 \
    fp_util_pct 11.3 \
    die_x_microns 141 \
    drt-pass1-iter-count 4 \
    max_clock_freq_mhz 575 \
    area.sequential_sq_um 0 \
    cp.required_ns 1.20 \
    finish.utilization_pct 36.8 \
    yosysTopAreaCell "mux4_2" \
    min_path_type "primary input to output pin" \
    setup_viol 64 \
    drive_above_1_share_pct 41.7 \
    path_cells "buf_12 > buf_12 > buf_12 > buf_6 > buf_6 > mux4_2 > buf_2" \
    fin_crit_ns 1.74 \
    ys_types 6 \
    area_growth_pct 227 \
    dp_hpwl_microns 11900 \
    fill_cells 1416 \
    worstSetupPathType "primary input to output pin" \
    worst_setup_path_end_kind "output pin" \
    synthTopCellsByArea "mux4_2 83%, buf_12 7.4%, mux4_1 6.5%" \
    synth_chip_area_sq_um 1620 \
    yosysTopAreaCellShare_pct 83.3 \
]
-- stage by stage --
stage	hold slack [ns]	instance area, sq um	setup WS [ns]	power (W)
after global routing	0.999	5310	-0.280	0.00152
after floorplan	0.759	1620	0.115	0.000377
after global placement	1.60	5120	-0.593	0.00151
final	0.983	5310	-0.239	0.00141
after CTS	1.10	5180	-0.260	0.00143
after detailed placement	1.60	5120	-0.576	0.00151
-- kinds of logic after synthesis --
| kind of cell | count (synthesis) | share of synthesized area [%] |
|---|---|---|
| buffers and inverters | 14 | 10.3 |
| multiplexers | 64 | 89.7 |
-- Yosys cell counts --
library cell	n
buf_2	6
buf_6	1
mux4_1	4
clkbuf_2	1
buf_12	6
mux4_2	60
-- power by group --
part	internal, W	switching (W)	leakage [nW]
Clock	0.000000000268	0	0.0000190
Sequential	0	0	0
Combinational	0.00106	0.000347	2.40
Total	0.00106	0.000347	2.40
-- critical path, delay by kind of cell --
family / cells / cell delay [ns]
buffers and inverters: 6 / 0.73
multiplexers: 1 / 0.41
-- metal layers --
| metal | global-route usage, % | up-vias | part of all wire, % |
|---|---|---|---|
| li1 | - | 1140 | - |
| met1 | 16.7 | 1235 | 39 |
| met2 | 22.7 | 198 | 49 |
| met3 | 6.14 | 0 | 13 |
| met4 | 0 | 0 | 0 |
| met5 | 0 | - | 0 |
-- repair_timing --
item	4_1_cts	5_1_grt
endpoints found under the setup margin	64	64
buffers inserted	23	14
hold buffers	0	0
cloned	4	0
gates resized	325	65
-- path summary, 6_finish.rpt --
kind / endpoint / slack (ns) / cells past startpoint
max: output_1[40] / -0.24 / 7
min: output_1[21] / 0.98 / 3
-- area by class of cell --
class	count	share of cell area [%]
Timing Repair Buffer	375	68.4
Multi-Input combinational cell	64	27.1
Tap cell	184	4.34
Antenna cell	3	0.141
Power is estimated from default activity; no workload was simulated.
